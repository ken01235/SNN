**flow/config.mk**
```make
export PLATFORM = sky130hd
export DESIGN_NAME = SRAM
export DESIGN_NICKNAME = SRAM
export VERILOG_FILES = /design/flow/design.v
export SDC_FILE = /design/flow/constraint.sdc
export NUM_CORES = 4
export LEC_CHECK = 1
export CORE_UTILIZATION = 30
```
**flow/constraint.sdc**
```tcl
current_design SRAM

set clk_period 37.4
set clk_io_pct 0.2

create_clock -name clk0 -period $clk_period [get_ports {clk}]

set non_clock_inputs [all_inputs -no_clocks]
set_input_delay [expr $clk_period * $clk_io_pct] -clock clk0 $non_clock_inputs
set_output_delay [expr $clk_period * $clk_io_pct] -clock clk0 [all_outputs]
```
**flow/design.v**
```verilog
module SRAM(
    clk,
    rst,
    syn_addr,
    input_addr,
    DIN,
    wr_en,
    rd_en,
    DOUT,
    out_en
);
input clk;
input rst;
input [5 + 2 - 1 : 0] syn_addr;  
input [5 + 2 - 1 : 0] input_addr;  
reg [5 + 2 - 1 : 0] input_addr2;
input [31 : 0] DIN;
input wr_en;
input rd_en;
output reg [31 : 0] DOUT;
output reg out_en;
reg [31 : 0] data [32 * 4 - 1 : 0];  
reg [5 + 2 : 0] i;
always@(posedge clk)
begin
    if (~rst)
    begin
        for(i = 0; i < 32 * 4; i = i + 1)
        begin
            data[i] <= 0;
        end
    end
    else if (wr_en)
    begin
        data[input_addr2] <= DIN;
    end
    else
    begin
        for(i = 0; i < 32 * 4; i = i + 1)
        begin
            data[i] <= data[i];
        end
    end
end
always@(*)
begin
    input_addr2 = {7'b1111111 - input_addr[6:2], input_addr[1:0]};
end
always@(negedge clk)
begin
    if(rd_en)
    begin
        out_en <= 1;
        DOUT <= data[syn_addr];
    end
    else
    begin
        out_en <= 0;
        DOUT <= 0;
    end
end
endmodule
```
**flow/run.sh**
```bash
#!/bin/bash
# OpenROAD 26Q1-2900-gdf79404cd8, Yosys 0.63+post, stock flow scripts
make -C /OpenROAD-flow-scripts/flow DESIGN_CONFIG=/design/flow/config.mk WORK_HOME=/design/flow/orfs finish
```
==> CHANGELOG.md <==
### Changed

* Met3 GRT Util at 17.0%
* Initial antenna violation count at 48
* DIE HEIGHT at 790 um
* Peak fanout along the critical path at 53
* Family with the most delay on the worst path: buffers and inverters
* Clk slew on worst S/H paths at 0.06 ns
* DP Wirelength at 365,000 um
* Reg2Reg Depth at 5
* Cell Rows at 289
* Status: finished with violations
* CTS tree: done
* Max VDD drop at between 30 and 40 uV
* Most used logic cell in the final layout: and2_1
* Clock Sinks at around 4,100
* PortBufs at 82
* Vias in the first global route at about 110k
* Yosys Warn Count at 1
* Top cells excl fill/tap: and2_1, edfxtp_1, mux4_2
* Critical Path AT at 12.82 ns
* Crit. End Element: flip-flop
* Number of fill cells in the layout at roughly 58,000
* MI comb area at 59,600 sq um
* Antenna viol nets, final at 0
* First-pass GRT wire length at 856,000 um
* Hold Path Cell Cnt at 2
* Clock power frac at 41.0%
* Switch share at 23.6%
* Die Area at 625,000 sq um
* # Cells Yosys at 12,100
* Core area at 619,000 sq um
* Root buffer cell: clkbuf_16
* Power Internal at 8000 uW
* Largest area contributor in the netlist: edfxtp_1
* Cell leakage power at around 0.072 uW
* Residual DRC count at 0
* Chip area in the Yosys report at 186,000 sq um
* Vias at 103,000
* Critical path's largest stage delay at 1.11 ns
* Clock Tree Buf Depth at 4
* Final WL at 614,000 um
* Clk latency late pin at 1.03 ns
* Top cells, area: edfxtp_1, and2_1, mux4_2, mux2i_1, clkbuf_1
* Slew margin rel. at -2.88%
* Worst path required time at 19.52 ns
* CP max stage cell: nor4_1
* Startpoint Class: input port
* Global-route met2 utilization at 29.1%
* Largest net degree at the start of global routing at 74
* Synthesized netlist cell count at 12,100
* GRT busiest layer: met2
* RSZ-0062 raised after global routing: no
* Final instance area at 213,000 sq um
* Seq pwr share at 51.5%
* Max-cap check violation count at 1
* Setup Buffers After CTS at 0
* Global placement routability congestion at 0.966
* Iter 0 DRT Violations at 6,806
* Flip-flops with a built-in enable at slightly above 4,000
* I/O pins at 83
* Final Max Slew Viols at 2
* Min-delay src: DIN[6]
* FF-to-FF setup slack at 14.83 ns
* Netlist Area Pre-Place at 186,000 sq um
* H-tree depth at 5
* Gr ovfl total at 0
* Flops out of synthesis at between 4,000 and 5,000
* Die width at 790 um
* RR Startpoint: data[99][3]
* CTS Hold Buffers Added at 0
* FF+latch area at approximately 120,000 sq um
* Layout cells sized above 1 at between 10% and 20%
* Sum Neg Setup Slack at 0 ns
* Sequential area share after synthesis at between 60% and 70%
* Tool warnings at 60
* Top FF cell, synth: edfxtp_1
* Syn_area_per_cell at 15.4 sq um
* HP Class: input port to flip-flop
* Critical Path Start: syn_addr[1]
* Syn-to-layout area delta at 14.3%
* Cell area power density at 49.1 nW/um^2
* Tot GR Track Use at 20.8%
* Area leader share at 66.0%
* Initial core utilization at 30.1%
* Met1 usage at between 20% and 30%
* Crit Path Category: input port to flip-flop
* Hold Vio Cnt, Final at 0
* Psw at ~2500 uW
* Failing checks: max-capacitance violations, max-slew violations
* Dpl cell area at between 150,000 and 200,000 sq um
* Bufs and invs on worst path at 6
* Post-synth ARST share at 0%
* Vias/cell at 4.98
* CTS buffer count at approximately 440
* Number of iterations in the first detailed-routing pass at 12
* Reg2reg end: DOUT[3]
* Crit-path most repeated cell: buf_4
* Setup Skew at 0.0589 ns
* Tightest Pin Transition at 1.53 ns
* Post_cts resized at 0
* Final setup viols at 0
* Cell Type Count at 56
* Combinational power share at 7.5%
* DR WL/cell at 29.6 um
* Crit path cell chain: buf_8 -> buf_4 -> buf_4 -> buf_4 -> buf_4 -> mux4_2 -> a22oi_1 -> buf_4 -> nand4_1 -> nor4_1 -> a21oi_1
* Worst Hold End: data[22][6]
## metrics by stage
stage | utilization (%) | hold slack (ns) | cells | worst slack, ns | total power (uW)
after floorplan | - | 7.91 | 12100 | 9.16 | 5890
after global placement | 32.1 | 7.95 | 19800 | 5.78 | 6270
after detailed placement | 32.1 | 7.95 | 19800 | 5.79 | 6280
after CTS | 34.4 | 6.88 | 20600 | 6.79 | 10500
after global routing | 34.4 | 6.93 | 20700 | 6.62 | 10700
final | 34.4 | 6.92 | 20700 | 6.70 | 10500
## synthesized netlist by cell type (7+ instances only)
| library cell | instances |
|---|---|
| a2111oi_0 | 10 |
| a211oi_1 | 31 |
| a21boi_0 | 7 |
| a21oi_1 | 97 |
| a221oi_1 | 34 |
| a22o_1 | 10 |
| a22oi_1 | 269 |
| a31oi_1 | 17 |
| a41oi_1 | 9 |
| and2_1 | 4114 |
| and3_1 | 14 |
| and4_1 | 9 |
| buf_1 | 24 |
| buf_2 | 157 |
| buf_4 | 52 |
| buf_6 | 8 |
| clkbuf_1 | 1027 |
| dfxtp_1 | 33 |
| edfxtp_1 | 4096 |
| mux2_2 | 43 |
| mux2i_1 | 479 |
| mux4_2 | 849 |
| nand2_1 | 42 |
| nand2b_1 | 19 |
| nand3_1 | 49 |
| nand4_1 | 37 |
| nor2_1 | 164 |
| nor2b_1 | 36 |
| nor3_1 | 26 |
| nor4_1 | 14 |
| o21ai_0 | 195 |
| o221ai_1 | 7 |
| o22a_1 | 8 |
| o22ai_1 | 70 |
| o31a_1 | 9 |
| o41a_1 | 7 |
## kinds of logic after synthesis
| family | Yosys count | share of synthesized area (%) |
|---|---|---|
| AND/OR/NAND/NOR | 4551 | 15.0 |
| flip-flops | 4129 | 66.3 |
| buffers and inverters | 1271 | 2.80 |
| multiplexers | 1371 | 13.1 |
| AND-OR/OR-AND | 791 | 2.81 |
## power by group through the flow
stage	clock [uW]	combinational, uW	sequential [uW]
5_1_grt	4510	824	5420
6_report	4290	790	5390
4_1_cts	4340	786	5390
## how the worst max path moves through the flow
stage / to / slack (ns) / depth (start not counted)
6_report: DOUT[3] / 6.70 / 11
5_1_grt: DOUT[3] / 6.62 / 11
4_1_cts: DOUT[3] / 6.79 / 11
## routing by layer
layer	share of wire, %	routed length, um	up-vias
li1	-	-	44400
met1	32	196000	51200
met2	43	266000	6223
met3	19	114000	1210
met4	5.6	34200	84
met5	0.62	3780	-
## registers in the layout (all words and copies together), names as in the netlist
signal,flops
data,4096
DOUT,32
out_en,1
## cell type report
type / instances / share of cell area (%)
sequential: 4129 / 58.0
tap: 8293 / 4.87
clock buffer: 552 / 5.47
multi-input combinational: 6713 / 27.9
antenna: 62 / 0.0728
inverter: 1 / 0.00176
timing repair buffer: 674 / 2.52
clock inverter: 284 / 1.11
## worst register-to-register path, cell delays in order, from the launching register on
cell	delay, ns
edfxtp_1	0.35
mux4_2	0.54
o21ai_0	0.89
nand4_1	0.62
nor4_1	1.11
a21oi_1	0.17
Power is estimated from default activity; no workload was simulated.
