--- flow/config.mk ---
export PLATFORM = sky130hd
export DESIGN_NAME = decoder
export DESIGN_NICKNAME = decoder
export VERILOG_FILES = /design/flow/design.v
export SDC_FILE = /design/flow/constraint.sdc
export NUM_CORES = 4
export LEC_CHECK = 1
export CORE_UTILIZATION = 40
--- flow/constraint.sdc ---
current_design decoder

set clk_period 4.6
set clk_io_pct 0.2

create_clock -name clk0 -period $clk_period [get_ports {clk}]

set non_clock_inputs [all_inputs -no_clocks]
set_input_delay [expr $clk_period * $clk_io_pct] -clock clk0 $non_clock_inputs
set_output_delay [expr $clk_period * $clk_io_pct] -clock clk0 [all_outputs]
--- flow/design.v ---
module decoder(
    clk,
    rst,
    spike_stream_in,
    rf_addr,
    spike,
    shift_en,
    state,
    accu_fin
);
input clk;
input rst;
input [32 - 1 : 0] spike_stream_in;
output reg [5 - 1 : 0] rf_addr;
reg [5 - 1 : 0] rf_addr_tmp;
output reg [1 : 0] spike;
reg [32 - 1 : 0] shift_reg;
reg [32 - 1 : 0] shift_reg_tmp;
input shift_en;
input [2 : 0] state;
reg [5 : 0] state_prev;
output reg accu_fin;
reg accu_fin_tmp;
reg [32 - 2 : 0] fin_cnt;
reg [32 - 2 : 0] fin_cnt_tmp;
always@(posedge clk)
begin
    if (~rst)
    begin
        spike <= 0;
        rf_addr <= 0;
        shift_reg <= 0;
        state_prev <= 0;
        accu_fin <= 0;
        fin_cnt <= 0;
    end
    else
    begin
        spike <= shift_reg_tmp[1 : 0];
        rf_addr <= rf_addr_tmp;
        shift_reg <= shift_reg_tmp;
        state_prev <= {state_prev[2 : 0], state};
        accu_fin <= accu_fin_tmp;
        fin_cnt <= fin_cnt_tmp;
    end
end
always@(*)
begin
    if (state == 3'b010)
    begin
        if (state_prev[5 : 3] != 3'b010)
        begin
            shift_reg_tmp = spike_stream_in;
            rf_addr_tmp = 0;
        end
        else if (shift_en)
        begin
            shift_reg_tmp = shift_reg >> 2;
            rf_addr_tmp = rf_addr + 2;
        end
        else
        begin
            shift_reg_tmp = shift_reg;
            rf_addr_tmp = rf_addr;
        end
    end
    else
    begin
        shift_reg_tmp = 0;
        rf_addr_tmp = 0;
    end
end
always@(*)
begin
    if (state != 3'b010)
    begin
        fin_cnt_tmp = 0;
        accu_fin_tmp = 0;
    end
    else if (shift_en && fin_cnt == 4'b1111)
    begin
        fin_cnt_tmp = 0;
        accu_fin_tmp = 1;
    end
    else if (shift_en)
    begin
        fin_cnt_tmp = fin_cnt + 1;
        accu_fin_tmp = 0;
    end
    else
    begin
        accu_fin_tmp = 0;
        fin_cnt_tmp = fin_cnt;
    end
end
endmodule
--- flow/run.sh ---
#!/bin/bash
# OpenROAD 26Q1-2900-gdf79404cd8, Yosys 0.63+post, stock flow scripts
make -C /OpenROAD-flow-scripts/flow DESIGN_CONFIG=/design/flow/config.mk WORK_HOME=/design/flow/orfs finish
==> results.txt <==
impl run done, here's what came out: Tmin final between 2000 and 2500 ps, GP Congestion roughly 0.9, TritonCTS clock tree built, detailed-route DRC error count 0, Post-Syn Area ~0.0034 mm2, Clock Tree Buf Depth 2, min-delay worst type reg -> reg, Slew HR just under 60%, worst slew pin tran ~630 ps, vias per cell 5.276, number of gates resized after cts 0, clock latency on the worst-skew pair around 340 ps, # fillers 775, I/O pin count 46, Reg area 0.001481 mm2, largest net degree at the start of global routing about 66, clk_skew 8.231 ps, H-tree depth 3, Design Power 0.001294 W, power per cell area approximately 320 mW/mm2, combinational power share about 6%, P&R area growth vs syn 20.67%, r2r startpoint fin_cnt[0], Crit path arrival time approximately 2700 ps, max_cap viols 0, clk root buf clkbuf_8, first-pass GRT wire length 11430 um, layout cell share with drive strength beyond 1 9.136%, synthesized area per cell about 9.3 um2, Rows 33, Dominant flop cell dfxtp_1, Pleak 1.408 nW, routed len/inst approximately 13 um, Buffers on Ports 44, crit-path max FO 30, number of buffers created by CTS 9, ANT nets after route 0, Antenna Cells 0, Finish-stage setup viols 0, Die Span X around 94 um, synthesized instance count between 300 and 400, Hold Crit Depth 1, Post-CTS Hold Buffers 0, Peak VDD IR between 0.15 and 0.2 mV, Post-CTS Setup Inserts 0, all-layer global routing usage around 16%, top cell type by total area after synthesis dfxtp_1, Comb area roughly 0.0018 mm2, yosys synthesis warning count 1, Max-area cell share 43.63%, Yosys cell types roughly 44, startpoint type of the worst setup path input port, dpl cell area between 0.003 and 0.004 mm2, Yosys reg bits around 74, core area 0.008217 mm2, gr ovfl total 0, endpoint class of the critical path flip-flop, Max Slew Vio Count 0, cycle use final between 50% and 60%, Yosys chip area 0.003396 mm2, most used logic cell in the final layout dfxtp_1, initial antenna violation count 0, Top cells excl fill/tap dfxtp_1 (74), nor2_1 (52), clkdlybuf4s50_1 (43), Worst R2R End fin_cnt[30], Seq pwr share 50.3%, die area around 0.009 mm2, Largest register FFs 31, Pint 0.001015 W, DR vias about 2700, finished layout cell area between 0.004 and 0.005 mm2, 1st-pass router iterations 4, Post-synth ARST share 0%, die height between 90 and 100 um, EDFF count, synth 0, Worst-path clk slew 80 ps, setup TNS 0 ps, Psw roughly 0.00028 W, Final Hold Fails 0, kind of critical path in -> reg, Detail Placement HPWL around 4500 um, R2R Setup Slk 2270 ps, R2R depth 5, fmax ~0.41 GHz, yosys cell count roughly 370, 1st-iter DRT viols around 140, Hold Crit Endpoint state_prev[5], CTS sink cnt 74, register share after synthesis a little over two fifths, status finished clean, FP Util between 40% and 50%, Net Sw Frac between 20 and 25%, Req. time, crit path about 4900 ps, min-delay src state_prev[2], OpenROAD warnings 25, vias in the first global route roughly 2400, Top cells by area dfxtp_1 (44%), mux2i_1 (9.7%), a211oi_1 (6.6%), clock power share a little over two fifths, final wirelength between 6000 and 7000 um, RSZ-0062 raised after global routing no
==> cell type report <==
class                           instances  share of cell area [%]
Clock buffer                           10                   3.359
Tap cell                              105                   3.206
Sequential cell                        74                   36.15
Clock inverter                          6                   2.168
Timing Repair Buffer                   48                   11.36
Inverter                                3                  0.2748
Multi-Input combinational cell        264                   43.48
==> worst max path at each step <==
| stage | depth (start not counted) | startpoint | to |
|---|---|---|---|
| finish | 6 | rst | fin_cnt[18] |
| global route | 6 | rst | fin_cnt[25] |
| CTS | 6 | rst | fin_cnt[28] |
==> worst max-delay path, cell delays in order <==
cell             delay [ps]
clkdlybuf4s50_1         540
and2_1                  150
nor3b_1                 540
o31ai_4                 140
buf_4                   260
a21oi_1                 140
==> cell usage after synthesis (2+ instances only) <==
library cell  count
dfxtp_1          74
nor2_1           52
mux2i_1          33
a211oi_1         30
clkbuf_1         19
a21oi_1          18
nand2_1          15
nand3_1          11
nor4_1           10
nand4_1           9
o21ai_0           9
xor2_1            9
or3_1             8
o31ai_1           7
xnor2_1           7
and2_1            6
or4_1             6
buf_4             4
and3_1            3
inv_1             3
nand4_4           3
nor3_1            3
clkbuf_8          2
ha_1              2
nand2b_1          2
nand3b_1          2
nor3b_1           2
or4_4             2
==> power groups by stage <==
stage,registers (W),logic [W],clock network [W]
4_1_cts,0.000651,0.0000806,0.000587
5_1_grt,0.000652,0.0000863,0.000614
6_report,0.000651,0.0000792,0.000564
==> cell families (layout without fill, tap and decap cells) <==
group / after synthesis / count (layout) / share of synthesized area [%]
AOI/OAI and AO/OA: 66 / 66 / 12.68
xor gates and xnor gates: 16 / 16 / 4.127
adders and majority gates: 2 / 2 / 0.7368
buffers and inverters: 29 / 67 / 4.459
DFF: 74 / 74 / 43.63
muxes: 33 / 33 / 9.727
other: 1 / 1 / 0.1104
and+or+nand+nor: 146 / 146 / 24.54
==> metrics by stage <==
step	hold WS [ps]	setup WS (ps)	utilization (%)	instances
floorplan	411.8	2213	-	367
global placement	418.0	1893	47.11	494
detailed placement	419.2	1811	47.11	494
CTS	439.6	2180	49.87	510
global route	455.6	2014	49.87	510
finish	435.8	2162	49.87	510
==> per-layer routing <==
| layer | track usage (%) | wire, um | vias up |
|---|---|---|---|
| li1 | - | - | 1408 |
| met1 | 26.10 | 3389 | 1228 |
| met2 | 24.33 | 2991 | 47 |
| met3 | 2.716 | 287 | 8 |
| met4 | 2.692 | 88 | 0 |
| met5 | 0 | 0 | - |
Power figures rest on the tool's default switching activity, not on a simulated workload.
