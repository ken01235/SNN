<file path="design.v">
module controller(
    clk,
    rst,
    syn_addr,
    rf_addr,
    spike,
    shift_en,
    sram_access,
    state,
    rf_setting,
    GS_code_0,
    GS_code_1
);
input clk;
input rst;
reg [2 : 0] GS_num_0;
reg [2 : 0] GS_num_1;
reg [2 + 1 : 0] GS_num_tot;
reg [5 - 1 : 0] cnt_1;
reg [5 - 1 : 0] cnt_1_tmp;
reg [2 - 1 : 0] cnt_2;
reg [2 - 1 : 0] cnt_2_tmp;
output reg [5 + 2 - 1 : 0] syn_addr;
reg [5 + 2 - 1 : 0] syn_addr_tmp;
input [5 - 1 : 0] rf_addr;
input [1 : 0] spike;
output reg shift_en;
reg shift_en_1;
reg shift_en_tmp;
output reg sram_access;
reg sram_access_tmp;
reg [2 + 1: 0] sram_access_cnt;
reg [2 + 1: 0] sram_access_cnt_tmp;
input [2 : 0] state;
reg [2 : 0] prev_state;
input [32 * 4 - 1 : 0] rf_setting;
reg [32 * 4 - 1 : 0] rf;           
reg [32 * 4 - 1 : 0] rf_tmp;
output reg [4 - 1 : 0] GS_code_0;
output reg [4 - 1 : 0] GS_code_1;
reg [2 : 0] i;
always@(posedge clk)
begin
    if (~rst)
    begin
        cnt_1 <= 0;
        cnt_2 <= 0;
        syn_addr <= 0;
        shift_en_1 <= 0;
        sram_access <= 0;
        sram_access_cnt <= 0;
        prev_state <= 0;
        rf <= 0;
    end
    else
    begin
        cnt_1 <= cnt_1_tmp;
        cnt_2 <= cnt_2_tmp;
        syn_addr <= syn_addr_tmp;
        shift_en_1 <= shift_en_tmp;
        sram_access <= sram_access_tmp;
        sram_access_cnt <= sram_access_cnt_tmp;
        prev_state <= state;
        rf <= rf_tmp;
    end
end
always@(*)
begin
    if (state == 3'b010)
    begin
        syn_addr_tmp = {cnt_1_tmp, cnt_2_tmp};
    end
    else
    begin
        syn_addr_tmp = 0;
    end
end
always@(*)
begin
    case(spike)
        2'b00: GS_num_tot = 0;
        2'b01: GS_num_tot = GS_num_0;
        2'b10: GS_num_tot = GS_num_1;
        2'b11: GS_num_tot = GS_num_0 + GS_num_1;
        default: GS_num_tot = 0;
    endcase
end
always@(*)
begin
    shift_en = shift_en_1 || (GS_num_tot == 0);
end
always@(*)
begin
    if (state != 3'b010  )
    begin
        shift_en_tmp = 0;
        sram_access_tmp = 0;
        sram_access_cnt_tmp = 0;
    end
    else if (GS_num_tot == 0)
    begin
        shift_en_tmp = !shift_en;
        sram_access_tmp = 0;
        sram_access_cnt_tmp = 0;
    end
    else if (sram_access_cnt + 1 == GS_num_tot)
    begin
        shift_en_tmp = 1;
        sram_access_tmp = 1;
        sram_access_cnt_tmp = sram_access_cnt + 1;
    end
    else if (sram_access_cnt == GS_num_tot)
    begin
        shift_en_tmp = 0;
        sram_access_tmp = 0;
        sram_access_cnt_tmp = 0;
    end
    else
    begin
        shift_en_tmp = 0;
        sram_access_tmp = 1;
        sram_access_cnt_tmp = sram_access_cnt + 1;
    end
end
always@(*)
begin
    if (state != 3'b010 || !sram_access_tmp)
    begin
        cnt_1_tmp = 0;
        cnt_2_tmp = 0;
    end
    else if (spike[0] && GS_num_0 && sram_access_cnt_tmp <= GS_num_0)
    begin
        cnt_1_tmp = rf_addr;
        cnt_2_tmp = sram_access ? cnt_2 + 1 : 0;
    end
    else if (spike[0] && GS_num_0 && sram_access_cnt_tmp == GS_num_0 + 1)
    begin
        cnt_1_tmp = rf_addr + 1;
        cnt_2_tmp = 0;
    end
    else if (sram_access_cnt_tmp <= GS_num_tot)
    begin
        cnt_1_tmp = rf_addr + 1;
        cnt_2_tmp = sram_access ? cnt_2 + 1 : 0;
    end
    else
    begin
        cnt_1_tmp = 0;
        cnt_2_tmp = 0;
    end
end
always@(*)
begin
    if (state == 3'b001)
    begin
        rf_tmp = rf_setting;
    end
    else
    begin
        rf_tmp = rf;
    end
end
always@(*)
begin
    if (state == 3'b010 && spike[0])
    begin
        for (i = 0; i < 4; i = i + 1)
        begin
            GS_code_0[i] = rf[rf_addr * 4 + i];
        end
    end
    else
    begin
        GS_code_0 = 0;
    end
end
always@(*)
begin
    if (state == 3'b010 && spike[1])
    begin
        for (i = 0; i < 4; i = i + 1)
        begin
            GS_code_1[i] = rf[rf_addr * 4 + 4 + i];
        end
    end
    else
    begin
        GS_code_1 = 0;
    end
end
always@(*)
begin
    if (state == 3'b010)
    begin
        GS_num_0 = GS_code_0[0];
        GS_num_1 = GS_code_1[0];
        for(i = 1; i < 4; i = i + 1)
        begin
            GS_num_0 = GS_num_0 + GS_code_0[i];
            GS_num_1 = GS_num_1 + GS_code_1[i];
        end
    end
    else
    begin
        GS_num_0 = 0;
        GS_num_1 = 0;
    end
end
endmodule
</file>
<file path="run.sh">
#!/bin/bash
# OpenROAD 26Q1-2900-gdf79404cd8, Yosys 0.63+post, stock flow scripts
make -C /OpenROAD-flow-scripts/flow DESIGN_CONFIG=/design/flow/config.mk WORK_HOME=/design/flow/orfs finish
</file>
<file path="config.mk">
export PLATFORM = sky130hd
export DESIGN_NAME = controller
export DESIGN_NICKNAME = controller
export VERILOG_FILES = /design/flow/design.v
export SDC_FILE = /design/flow/constraint.sdc
export NUM_CORES = 4
export LEC_CHECK = 1
export CORE_UTILIZATION = 40
</file>
<file path="constraint.sdc">
current_design controller

set clk_period 17.9
set clk_io_pct 0.2

create_clock -name clk0 -period $clk_period [get_ports {clk}]

set non_clock_inputs [all_inputs -no_clocks]
set_input_delay [expr $clk_period * $clk_io_pct] -clock clk0 $non_clock_inputs
set_output_delay [expr $clk_period * $clk_io_pct] -clock clk0 [all_outputs]
</file>
==> notes.md <==
Implementation progress

The flow ran to the end, and the final reports show no timing, DRC or antenna violations. The worst register-to-register path has a setup slack of 11,330 ps. The final max-slew violation count stands at 0. For this design, the sink count on the clock tree is 143. After legalization and detailed placement, the total HPWL measured 16.3 mm. The register clock-pin slew on the reported worst setup and hold paths stands at approximately 60 ps. Post-CTS repair changed the size of 0 cells.

The analysis attributes to cell leakage a power of 3.71 nW. The die outline width stands at about 140 µm. After detailed routing, no signal wire sits above met4.

The cell sitting at the root of the clock tree is a clkbuf_16. The mean number of vias per cell stands at roughly 5.3. Max-cap violations in this run came to 0. The chip occupies 21,000 µm². Entering global routing, the biggest net connects 91 pins. The clock tree synthesis step divided the H-tree into 4 levels. CTS reports a maximum clock tree buffer depth of 2. Of all cell types, the one taking the most synthesized area is dfxtp_1. The average instance area after synthesis stands at between 9 and 10 µm². TritonCTS built the clock tree.

Endpoints with negative setup slack in the final report add up to 0. In the final routing, the length of wire on met1 measures 10.3 mm. The worst voltage drop across the vdd grid stands at ~0.055 mV. The critical path goes through buf_4 > buf_4 > mux4_2 > mux4_2 > nand2_1 > a21oi_1 > fa_1 > ha_1 > ha_1 > nand4bb_1 > inv_1 > fa_1 > xnor2_1 > a21o_1 > nor2_1 > nor3_1 > or2_2 > clkdlybuf4s50_1. The cell family contributing the most delay on the critical path is buffers and inverters. The flow reports an fmax of 0.0789 GHz.

The detailed-route wire length per cell stands at around 18 µm. The DRC violations left stands at 0. In this run, the synthesized area fraction spent on and/or/nand/nor cells is recorded as 0.181. For reference, the placement row count at floorplan is around 51.

The placement summary gives the final routability congestion estimate as about 0.91. The number of enable-type register cells in the synthesized netlist stands at 0. For the worst-skew pair, the clock arrives at the later sink with an insertion delay of 420 ps.

By instance count, the leading cell after synthesis is nand2_1. The routed wire length stands at 22.1 mm. Of the available clock period, the critical path in the final layout requires 0.708.

Yosys reports the multiplexer fraction of the synthesized area as 0.212. The setup TNS stands at 0 ps. The worst setup path is launched from an input port.

The timing report gives the biggest stage delay along the critical path as 610 ps. The floorplan die height stands at ~140 µm. The count of mapped cells out of synthesis stands at between 800 and 900. The commonest cells after synthesis are nand2_1 (287), dfxtp_1 (143), a21boi_0 (128). The minimum clock period stands at approximately 13,000 ps.

The DRC marker count from the first detailed-route iteration stands at 386. The number of global-route vias before repair stands at about 6.3k. The cell-mix breakdown from Yosys lists the XOR/XNOR area share as 0.0150. The detailed-router iteration count before antenna repair stands at 5. Per the STA report, the cell with the highest stage delay on the worst path is buf_4. Total power normalized to cell area comes to 76.9 nW/µm².

The compound-cell area share of the yosys netlist stands at 0.169. The synthesized netlist contains ~60 unique library cells. From synthesis to final layout, the design area changed by 28.3%. The global router's overall resource usage stands at 0.225.

In the final layout, the share of cells above drive strength 1 is 0.140. The overall power of the completed layout stands at slightly above 0.0008 W. The remaining number of nets flagged by the antenna check after routing stands at 0. For this run, the register share of the synthesized area comes to 0.351. Per the synthesis report, the adder-cell share of the synthesized area is 0.0348. Along the critical path, the tally of buffer and inverter instances is 4. For this run, the leading register cell type out of synthesis is dfxtp_1. Summed over all layers, the global routing overflow is 0.

Of the post-synthesis cell area, the dominant cell type holds 0.351. STA classifies the critical path endpoint as a primary output. The most critical min-delay path falls under flip-flop to flip-flop.

The detailed route wirelength on metal2 stands at between 9 and 10 mm. Grouping non-sequential cells by family puts the most area in multiplexers. The number of warnings reported in the stage logs is 26.

The worst-case max-slew headroom was logged as 0.468. After synthesis, the chip area reported by Yosys is 8160 µm². Setup repair after global routing left no endpoint under its margin. The share of async-settable or async-resettable flops after synthesis stands at 0. The slew at the pin with the worst max-slew slack stands at ~800 ps. Per the detail_route log, met3 wirelength is approximately 1.7 mm. The worst setup path is of the input port to primary output kind. The number of cells reported by Yosys stat comes to 863. By area the synthesized netlist is led by dfxtp_1 (35%), mux4_2 (21%), nand2_1 (13%). The quantity of hold-fixing buffers added after cts stands at 0. The number of antenna violations at the first check in global routing stands at 1. The required time at the worst endpoint is listed as between 10,000 and 15,000 ps. The number of buffers added for setup after CTS stands at 0.

The first global-routing pass estimated approximately 34 mm of wire. Clock tree synthesis inserted a total of 17 buffers. The core region is about 20,000 µm². The flip-flop and latch count after synthesis stands at 143. Per the timing report, the biggest fanout along the worst path comes to around 40.

The top-level I/O count stands at between 150 and 200. The data arrival time of the critical path stands at between 9000 and 10,000 ps. In the floorplan report the effective utilization is 0.414. The final-layout worst hold slack stands at around 480 ps.

The maximum clock skew at final layout stands at 6.42 ps. The number of vias after detailed routing stands at around 6.7k. The total count of hold-check failures in the final report stands at 0. Port buffering added ~160 buffers.

The synthesis warning total stands at 1. The summed instance area of the synthesized netlist stands at roughly 8000 µm².
metrics by stage:
step	std cells	area, µm²	setup WS (ps)	utilization
2_1_floorplan	863	8160	6020	-
3_3_place_gp	1227	9850	5300	0.500
3_5_place_dp	1227	9850	5230	0.500
4_1_cts	1258	10500	5190	0.531
5_1_grt	1258	10500	4870	0.531
6_report	1259	10500	5230	0.531
final cells by class:
| cell class | count | area, µm² |
|---|---|---|
| clock inverter | 12 | 158 |
| antenna | 1 | 2.50 |
| sequential | 143 | 2860 |
| multi-input combinational | 641 | 5000 |
| inverter | 14 | 52.6 |
| clock buffer | 19 | 453 |
| timing repair buffer | 164 | 1610 |
| tap | 265 | 332 |
| fill | 1775 | 9250 |
final timing paths:
check / startpoint / endpoint / cells past startpoint
setup / recovery: rf_addr[0] / shift_en / 18
setup reg to reg: rf[80]$_SDFFE_PN0N_ / syn_addr[4]$_SDFF_PP0_ / 25
hold reg to reg: rf[116]$_SDFFE_PN0N_ / rf[116]$_SDFFE_PN0N_ / 2
hold / removal: rf[116]$_SDFFE_PN0N_ / rf[116]$_SDFFE_PN0N_ / 2
registers in the layout, indices dropped and copies added, names as in the netlist:
signal,flops
cnt_2,2
sram_access_cnt,4
sram_access,1
rf,128
shift_en_1,1
syn_addr,7
tightest hold or removal path: cells and delay by family, from the launching register on:
family / cells / cell delay, ps
flops: 1 / 310
compound gates: 1 / 60
simple gates: 1 / 50
where the power goes:
part	internal (W)	switching, W	total, W
sequential	0.000328	0.00000871	0.000337
combinational	0.0000585	0.0000414	0.0000999
clock	0.000227	0.000141	0.000368
per-layer routing:
layer	track usage	vias to the layer above
li1	-	3294
met1	0.346	3185
met2	0.332	211
met3	0.0734	9
met4	0.0172	0
met5	0	-
logic make-up after synthesis:
family	after synthesis
AND/OR/NAND/NOR	348
multiplexers	78
buffers and inverters	79
flip-flops	143
adder cells (fa/ha/maj)	21
XOR/XNOR	14
AND-OR/OR-AND	180
cell usage in the layout, fill, tap and decap left out, drive strengths merged, types with 11 or more instances in the layout:
cell type      instances
clkbuf                19
mux4                  76
dfxtp                143
a21boi               129
a21oi                 14
clkdlybuf4s50        153
ha                    17
inv                   18
nand2                287
buf                   11
Power and IR drop assume default switching activity.
